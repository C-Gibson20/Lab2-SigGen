--- flow/design.v ---
module dual_ram #(
    parameter ADDRESS_WIDTH = 8,
              DATA_WIDTH = 8
)(
    input logic clk,
    input logic wr_en,
    input logic rd_en,
    input logic [ADDRESS_WIDTH-1:0] wr_addr,
    input logic [ADDRESS_WIDTH-1:0] rd_addr,
    input logic [DATA_WIDTH-1:0] din,
    output logic [DATA_WIDTH-1:0] dout
);
logic [DATA_WIDTH-1:0] ram_array [2**ADDRESS_WIDTH-1:0];
always_ff @(posedge clk) begin
    if (wr_en == 1'b1) ram_array[wr_addr] <= din;
    if (rd_en == 1'b1) dout <= ram_array [rd_addr];
end 
endmodule
--- flow/run.sh ---
#!/bin/bash
# OpenROAD 26Q1-2900-gdf79404cd8, Yosys 0.63+post, stock flow scripts
make -C /OpenROAD-flow-scripts/flow DESIGN_CONFIG=/design/flow/config.mk WORK_HOME=/design/flow/orfs finish
--- flow/config.mk ---
export PLATFORM = sky130hd
export DESIGN_NAME = dual_ram
export DESIGN_NICKNAME = dual_ram
export VERILOG_FILES = /design/flow/design.v
export SDC_FILE = /design/flow/constraint.sdc
export NUM_CORES = 4
export LEC_CHECK = 1
export CORE_UTILIZATION = 40
--- flow/constraint.sdc ---
current_design dual_ram

set clk_period 8.6
set clk_io_pct 0.2

create_clock -name clk0 -period $clk_period [get_ports {clk}]

set non_clock_inputs [all_inputs -no_clocks]
set_input_delay [expr $clk_period * $clk_io_pct] -clock clk0 $non_clock_inputs
set_output_delay [expr $clk_period * $clk_io_pct] -clock clk0 [all_outputs]
==> impl_metrics.tcl <==
# implementation run metrics
set metrics [dict create \
    grt_first_pass_wirelength_um 288100 \
    unrepaired_setup_endpoints_after_global_routing "no" \
    initial_utilization 0.4030 \
    final_cell_count_no_fill 6747 \
    synth-cells-yosys 3733 \
    chip_area_in_the_yosys_report_um2 79640 \
    core_area_um2 197600 \
    detailedRoute.firstPassIterationCount 8 \
    most-common-layout-cells "2056 x sky130_fd_sc_hd__edfxtp_1, 454 x sky130_fd_sc_hd__mux4_2, 279 x sky130_fd_sc_hd__nor2_1" \
    numPortBuffers 34 \
    critPathSlowestCell "sky130_fd_sc_hd__nor4_1" \
    enable_flop_cells 2056 \
    depth_of_the_cts_h_tree 4 \
    grt_pass1_vias 41884 \
    synth_warnings 1 \
    crit_path_max_fanout 62 \
    totalPowerFinal_mw 20.90 \
    finalHoldViolCount 0 \
    timing.critical_path.slowest_cell_delay_ns 0.72 \
    fin_crit_ns 5.068 \
    layout-drive-gt1-share 0.2352 \
    finalSetupViolCount 0 \
    postSynth.topFlopCell "sky130_fd_sc_hd__edfxtp_1" \
    timing.hold.ws_ns 1.080 \
    globalRoute.totalOverflow 0 \
    stage_log_warnings 35 \
    chipHeight_um 448.2 \
    syn_avg_cell_area_um2 21.33 \
    startpoint_type "input pin" \
    lay_top_count "sky130_fd_sc_hd__edfxtp_1" \
    worst_ir_drop_on_vdd_mv 0.1760 \
    timing.critical_path.to_type "flip-flop" \
    synth_sequential_area_ratio 0.7753 \
    finalWeightedCongestion 0.8979 \
    yosys-top-cells-area "sky130_fd_sc_hd__edfxtp_1 78%, sky130_fd_sc_hd__mux4_2 13%, sky130_fd_sc_hd__mux2i_1 1.7%, sky130_fd_sc_hd__nor2_1 1.3%, sky130_fd_sc_hd__a22oi_1 1.3%" \
    post_cts.repair.setup_buffers 0 \
    clk_transition_reported_paths_ns 0.06 \
    crit_buf_inv 4 \
    grt_max_degree 122 \
    final_worst_path_period_share 0.5893 \
    worst_r2r_startpoint "ram_array[66][1]$_DFFE_PP_" \
    fraction_of_the_core_area_covered_by_cells_at_the_end_of_the_flow 0.4559 \
    postRouteWirelength_um 196500 \
    cts_hold_buffers 0 \
    top_area_frac 0.7753 \
    syn_area_um2 79640 \
    flow.area_growth_from_synthesis_pct 13.15 \
    grt_use_total 0.2194 \
    criticalPathCategory "input pin to flip-flop" \
    grt_antenna_before_repair 9 \
    route.vias.total 38299 \
    cts.path.max_buffers 3 \
    clock_tree_from_tritoncts "built" \
    min_path_type "flip-flop to flip-flop" \
    row_count 163 \
    route.antenna.remaining_nets 0 \
    worst_hold_startpoint "ram_array[54][0]$_DFFE_PP_" \
    synth_cell_type_count 54 \
    critical_path_source "rd_addr[0]" \
    cpLargestDelayFamily "buffers and inverters" \
    fillers 16086 \
    worst_skew_pair_latency_ns 0.84 \
    status "complete, no violations" \
    yosys.area.top_type "sky130_fd_sc_hd__edfxtp_1" \
    slew_violations 0 \
    crit_path_cell_trace "buf_8 -> buf_12 -> buf_4 -> mux4_2 -> nor2b_1 -> a211oi_1 -> nor2_1 -> nor4_1 -> buf_4 -> nor4_1" \
    synth-async-reset-ratio 0 \
    detail_route.iter0.violations 2539 \
    critPathRequiredTime_ns 9.16 \
    arrival_time_at_the_worst_endpoint_ns 5.63 \
    clock_skew_ns 0.05414 \
    cellPowerDensity_nw_per_um2 232.0 \
    cts_inserted_buffers 205 \
    netlist_instances 3733 \
    postSynthRegisterBits 2056 \
    viasPerCell 5.676 \
    postCtsResizedCells 0 \
    finalSetupTns_ns 0 \
    dieWidth_um 448.2 \
    max_clock_freq_ghz 0.1973 \
    clkSinkCount 2056 \
    chip_area_um2 200900 \
    drt_drc_violations_left 0 \
    total_leakage_power_nw 27.66 \
    wl_per_cell_um 29.13 \
    clk_root_buffer_cell "sky130_fd_sc_hd__clkbuf_16" \
    dp.cells 6359 \
    timing_worst_slew_pin_value_ns 1.250 \
    detailedPlacementHpwl_um 121700 \
    ioPinCount 35 \
    slew_headroom 0.1639 \
    max_cap_violations 0 \
]
## flip-flops by register name, summed over array words and instances (netlist names)
name       count
ram_array   2048
dout           8
## metal layers
metal  vias up  wire (um)  track usage
met5         -        373      0.01299
met4        14       6530      0.05927
met3       338      30030       0.1524
met2      2125      91490       0.3117
met1     19687      68100       0.2873
li1      16135          -            -
## worst min-delay path: cells and delay by family (launching register included)
| family | cells | cell delay [ns] |
|---|---|---|
| muxes | 1 | 0.07 |
| DFF | 1 | 0.32 |
| AOI/OAI and AO/OA | 2 | 0.22 |
| and+or+nand+nor | 3 | 0.34 |
## power breakdown
part           switching, mW  internal, mW  leakage (nW)
clock network           3.80          5.06          3.25
registers             0.0185          11.1          18.5
logic                  0.639         0.335          5.93
## final cells by class
cell class / instances / area [um^2] / share of cell area
timing repair buffer: 220 / 1864 / 0.02069
sequential: 2056 / 61740 / 0.6852
clock buffer: 244 / 5319 / 0.05903
multi-input combinational: 1442 / 16500 / 0.1831
antenna: 8 / 20.02 / 0.0002222
inverter: 2 / 7.507 / 0.00008332
tap: 2640 / 3303 / 0.03666
clock inverter: 135 / 1353 / 0.01501
## final timing paths
kind | endpoint | slack (ns) | depth (start not counted)
max reg2reg | dout[1]$_DFFE_PP_ | 5.65 | 6
min reg2reg | dout[0]$_DFFE_PP_ | 1.08 | 6
min | dout[0]$_DFFE_PP_ | 1.08 | 6
max | dout[1]$_DFFE_PP_ | 3.53 | 10
## cells in the mapped netlist, types with 22 or more instances
| master | n |
|---|---|
| sky130_fd_sc_hd__mux4_2 | 454 |
| sky130_fd_sc_hd__o221ai_1 | 46 |
| sky130_fd_sc_hd__nand3_1 | 34 |
| sky130_fd_sc_hd__nor4_1 | 24 |
| sky130_fd_sc_hd__nor2_1 | 282 |
| sky130_fd_sc_hd__a21oi_1 | 96 |
| sky130_fd_sc_hd__buf_1 | 22 |
| sky130_fd_sc_hd__o22ai_1 | 28 |
| sky130_fd_sc_hd__nor3_1 | 22 |
| sky130_fd_sc_hd__clkbuf_1 | 111 |
| sky130_fd_sc_hd__a22oi_1 | 133 |
| sky130_fd_sc_hd__nand2_1 | 33 |
| sky130_fd_sc_hd__edfxtp_1 | 2056 |
| sky130_fd_sc_hd__buf_2 | 31 |
| sky130_fd_sc_hd__mux2i_1 | 134 |
| sky130_fd_sc_hd__nor2b_1 | 31 |
| sky130_fd_sc_hd__buf_4 | 27 |
## stage by stage
stage | worst slack, ns | cell area, um^2
after floorplan | 4.804 | 79640
after global placement | 2.577 | 83400
after detailed placement | 2.605 | 83400
after CTS | 3.476 | 90070
after global routing | 3.305 | 90100
final | 3.532 | 90110
## cells by family after synthesis
group | share of synthesized area
mux | 0.1460
buf+inv | 0.01829
flops | 0.7753
simple gates | 0.02625
compound gates | 0.03416
No activity file was given, so power comes from the tool's default toggle rates.
